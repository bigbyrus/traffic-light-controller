===== /design/flow/config.mk =====
export PLATFORM = sky130hd
export DESIGN_NAME = traffic_light_controller2
export DESIGN_NICKNAME = traffic_light_controller2
export VERILOG_FILES = /design/flow/design.v
export SDC_FILE = /design/flow/constraint.sdc
export NUM_CORES = 4
export LEC_CHECK = 1
export CORE_UTILIZATION = 40
export SYNTH_HDL_FRONTEND = slang

===== /design/flow/constraint.sdc =====
current_design traffic_light_controller2

set clk_period 7.1
set clk_io_pct 0.2

create_clock -name clk0 -period $clk_period [get_ports {clk}]

set non_clock_inputs [all_inputs -no_clocks]
set_input_delay [expr $clk_period * $clk_io_pct] -clock clk0 $non_clock_inputs
set_output_delay [expr $clk_period * $clk_io_pct] -clock clk0 [all_outputs]

===== /design/flow/design.v =====
package light_package;
typedef enum logic[1:0] {red,yellow,green} colors;
endpackage
import light_package ::*;
module traffic_light_controller2(
  input clk, reset, e_str_sensor, w_str_sensor, e_left_sensor, 
        w_left_sensor, ns_sensor,              
  output colors e_str_light, w_str_light, e_left_light, w_left_light, ns_light);
  logic s, sb, e, eb, w, wb, l, lb, n, nb;
  assign s  = e_str_sensor || w_str_sensor;
  assign sb = e_left_sensor || w_left_sensor || ns_sensor;
  assign e  = e_left_sensor || e_str_sensor;
  assign eb = w_left_sensor || w_str_sensor || ns_sensor;
  assign w  = w_left_sensor || w_str_sensor;
  assign wb = e_left_sensor || e_str_sensor || ns_sensor;
  assign l  = e_left_sensor || w_left_sensor;
  assign lb = e_str_sensor || w_str_sensor || ns_sensor;
  assign n  = ns_sensor;
  assign nb = s || l; 
  typedef enum {GRRRR, YRRRR, ZRRRR, HRRRR, 
  	            RGRRR, RYRRR, RZRRR, RHRRR, 
	            RRGRR, RRYRR, RRZRR, RRHRR,
	            RRRGR, RRRYR, RRRZR, RRRHR,
	            RRRRG, RRRRY, RRRRZ, RRRRH} tlc_states;
	tlc_states    present_state, next_state;
	int     ctr5, next_ctr5,        
			ctr10, next_ctr10;        
  always_ff @(posedge clk)
	if(reset) begin
	  present_state <= GRRRR;
	  ctr5          <= 'd0;
	  ctr10         <= 'd0;
	end  
	else begin
	  present_state <= next_state;
	  ctr5          <= next_ctr5;
	  ctr10         <= next_ctr10;
	end  
  always_comb begin
	next_state = GRRRR;                        
	next_ctr5  = 'd0; 							    
	next_ctr10 = 'd0;
	case(present_state)
	  GRRRR: begin 
			if(s == 0) next_ctr5 = 1+ctr5;
			if(sb == 1) next_ctr10 = ctr10+1;
			if(next_ctr5 >= 5) next_state = YRRRR;
			else if(next_ctr10 == 10) next_state = YRRRR;
			else next_state = GRRRR;
			if(sb == 0) begin
				next_ctr5 = 1+ctr5;
				next_state = GRRRR;
					end
	         end
	  YRRRR:	begin 
			next_state = ZRRRR;
			next_ctr10 = 0;
			next_ctr5 = 0;
		end
	  ZRRRR: begin
			next_state = HRRRR;
	   end
	  HRRRR: begin
			next_state = RGRRR;
	   end
	  RGRRR: begin
			if(e == 0) next_ctr5 = 1+ctr5;
			else if(ctr5>1) next_ctr5 = 1+ctr5;
			if(eb == 1) next_ctr10 = ctr10+1;
			if(next_ctr5 == 5) next_state = RYRRR;
			else if(next_ctr10 == 10) next_state = RYRRR;
			else next_state = RGRRR;
	   end
	  RYRRR: begin 
			next_state = RZRRR;
			next_ctr10 = 0;
			next_ctr5 = 0;
		end
	  RZRRR: next_state = RHRRR;
	  RHRRR: next_state = RRGRR;
	  RRGRR: begin 
			if(w == 0) next_ctr5 = 1+ctr5;
			if(wb == 1) next_ctr10 = ctr10+1;
			else if(ctr10>1) next_ctr10 = ctr10+1;
			if(next_ctr5 == 5) next_state = RRYRR;
			else if(next_ctr10 == 10) next_state = RRYRR;
			else next_state = RRGRR;
	  end
     RRYRR: begin 
			next_state = RRZRR;
			next_ctr10 = 0;
			next_ctr5 = 0;
		end
	  RRZRR: next_state = RRHRR;
	  RRHRR: next_state = RRRGR;
	  RRRGR: begin
			if(l == 0) next_ctr5 = 1+ctr5;
			if(lb == 1) next_ctr10 = ctr10+1;
			else if(ctr10>1) next_ctr10 = ctr10+1;
			if(next_ctr5 == 5) next_state = RRRYR;
			else if(next_ctr10 == 10) next_state = RRRYR;
			else next_state = RRRGR;
	   end
		RRRYR: begin 
			next_state = RRRZR;
			next_ctr10 = 0;
			next_ctr5 = 0;
		end
		RRRZR: next_state = RRRHR;
		RRRHR: begin
			if(n == 1)
				next_state = RRRRG;
			else if(s == 1)
				next_state = GRRRR;
			else if(l == 1) 
				next_state = RRGRR;
			else if (e == 1) 
				next_state = RGRRR;
			else next_state = RRRRG;
			end
		RRRRG: begin
			if(n == 0) next_ctr5 = 1+ctr5;
			else if(ctr5>1) next_ctr5 = 1+ctr5;
			if(nb == 1) next_ctr10 = ctr10+1;
			if(next_ctr5 == 5) next_state = RRRRY;
			else if(next_ctr10 == 10) next_state = RRRRY;
			else next_state = RRRRG;
	   end
		RRRRY: begin 
			next_state = RRRRZ;
			next_ctr10 = 0;
			next_ctr5 = 0;
		end
		RRRRZ: next_state = RRRRH;
		RRRRH: next_state = GRRRR;
		default: next_state = GRRRR;
    endcase
  end
	always_comb begin
	  e_str_light  = red;                
	  w_str_light  = red;
	  e_left_light = red;
	  w_left_light = red;
	  ns_light     = red;
	  case(present_state)       
		GRRRR:   begin e_str_light = green;
					   w_str_light = green;
					end
      YRRRR, ZRRRR: begin e_str_light = yellow;
					   w_str_light = yellow;
						  end
		HRRRR: begin e_str_light = red;
					   w_str_light = red;
				 end
		RGRRR: begin e_str_light = green;
					   e_left_light = green;
				 end
      RYRRR, RZRRR: begin e_str_light = yellow;
					   e_left_light = yellow;
						  end
		RHRRR: begin e_str_light = red;
					   e_left_light = red;
				 end
		RRGRR: begin w_left_light = green;
					   w_str_light = green;
				 end
      RRYRR, RRZRR: begin w_left_light = yellow;
					   w_str_light = yellow;
						  end
		RRHRR: begin w_left_light = red;
					   w_str_light = red;
				 end
		RRRGR: begin w_left_light = green;
					   e_left_light = green;
				 end
      RRRYR, RRRZR: begin w_left_light = yellow;
					   e_left_light = yellow;
						  end
		RRRHR: begin w_left_light = red;
					   e_left_light = red;
				 end
		RRRRG: ns_light = green;
		RRRRY, RRRRZ: ns_light = yellow;
		RRRRH: ns_light = red;
		default: begin
			e_str_light  = red;             
			w_str_light  = red;
			e_left_light = red;
			w_left_light = red;
			ns_light     = red;
		 end 
	 endcase
	end
endmodule

===== /design/flow/run.sh =====
#!/bin/bash
# OpenROAD 26Q1-2900-gdf79404cd8, Yosys 0.63+post, stock flow scripts
make -C /OpenROAD-flow-scripts/flow DESIGN_CONFIG=/design/flow/config.mk WORK_HOME=/design/flow/orfs finish

==> deck_impl_summary.md <==
Physical Implementation Snapshot

Outcome
  • Status: completed

Final timing
  • Crit share post-route: 47.8%
  • Skew final: 0.00884 ns
  • Sum Neg Setup Slack: 0 ns
  • Slew margin rel.: 33.0%
  • RSZ-0062 raised after global routing: no
  • Final hold violation count: 0
  • Fin. max-slew vios: 0
  • Hold Worst Slack: 0.431 ns
  • FMAX: 294 MHz
  • Post-route worst setup slack: 3.70 ns
  • Final setup vio count: 0
  • Period minus WS final: 3.40 ns
  • Worst-Margin Slew: 0.996 ns

Drt
  • WL/cell: 14.7 um
  • Initial DRT Pass Iterations: 5
  • Via density: 5.66
  • Starting DRT DRC Count: 271
  • ANT cells: 0
  • Routed WL: 12300 um
  • DR vias: 4742
  • Final ANT Viol Nets: 0
  • DRC errors left: 0

Clock tree
  • Clk sinks: 84
  • Post-CTS setup buffer count: 0
  • Clock root cell: clkbuf_16
  • CTS buffer count: 9
  • Hold_buf cts: 0
  • H-tree depth: 3
  • Clock-pin slew on the worst setup and hold paths: 0.06 ns
  • CTS tree: done
  • Clk ins delay skew pair: 0.34 ns
  • Post-CTS Resized: 0
  • CTS max path bufs: 2

Worst hold path
  • HP Class: reg2reg

Placed design
  • Placed cell areas: 5400 um^2
  • Port bufs: 16
  • Placed insts: 822
  • DP HPWL: 8640 um
  • Placement Setup Slack: 3.65 ns
  • Routability cong.: 0.930

Worst setup path
  • CP Data Required Time: 7.36 ns
  • Worst path bufs/invs: 0
  • Startpoint type of the worst setup path: register
  • CP cell instances: ha_1 -> nand4_2 -> or3_1 -> o31a_1 -> nor4_1 -> and4_1 -> nand4_4 -> o32ai_2 -> nor2b_1
  • Critical path class: reg2reg
  • CP Capture Type: register
  • Worst EP arrival: 3.66 ns
  • CP Max Fanout: 10
  • CP max-delay cell: or3_1
  • Max incr delay on CP: 0.53 ns
  • Crit path max-delay family: simple AND/OR/NAND/NOR gates

Yosys
  • Ao+oa area frac: 14.3%
  • XORs/XNORs by Area: 9.40%
  • Top logic family: simple AND/OR/NAND/NOR gates
  • Seq cells post-synth: 84
  • Number of enable flip-flop cells: 0
  • Mapped Cells: 684
  • Top area contributor share: 32.2%
  • Yosys cell count: 684
  • Simple-Gate Area Share: 35.8%
  • Most frequent cell after synthesis: nor2_1
  • Ys Warns: 0
  • Post-synth top area cell: dfxtp_1
  • Biggest area cells: dfxtp_1 32%, nor2_1 7.9%, xnor2_1 5.7%, nand2_1 3.7%, xor2_1 3.7%
  • Adder Area Share: 1.44%
  • Main flop type: dfxtp_1
  • Netlist Area Pre-Place: 5220 um^2
  • Synth Seq Share: 32.2%
  • Chip Area, Yosys: 5220 um^2
  • Mux cell area share: 0.792%
  • Distinct lib cells used: 72
  • Commonest cells in the netlist: 110 x nor2_1, 84 x dfxtp_1, 52 x nand2_1, 34 x xnor2_1, 32 x clkbuf_1
  • Avg Inst Size Synth: 7.63 um^2
  • Async SR Flop Fraction: 0%

Floorplan
  • Chip Height: 116 um
  • Row cnt: 41
  • Core area: 12700 um^2
  • Die width: 116 um
  • Fp_density: 41.2%
  • Io pins: 17
  • Chip Area: 13500 um^2

Layout
  • Fin util: 45.4%
  • Final Instance Area: 5750 um^2
  • Share of layout cells above drive strength 1: 6.31%
  • FILL cells: 1237
  • Fin cells: 838
  • Area delta synth->final: 10.2%

Global route
  • Gr ovfl total: 0
  • Vias in the first global route: 4217
  • Largest net degree at the start of global routing: 33
  • Antenna violations before repair: 0
  • Total Routing Usage GR: 19.5%
  • First-pass GRT wire length: 20700 um

Power
  • Switching part of the total power: 21.5%
  • Clk pwr share: 51.9%
  • Comb power frac: 3.1%
  • Pint: 0.832 mW
  • Max IR drop VDD: 0.161 mV
  • Leak pwr: 1.90 nW
  • P_sw: 0.227 mW
  • Pwr per Cell Area: 184 nW/um^2
  • Flop pwr share: 45.0%
  • Power consumption: 1.06 mW

Flow run
  • Max cap viols: 0
  • Number of logged tool warnings: 29
layer usage:
metal / GRT usage (%) / part of all wire (%) / vias up
met2: 30.2 / 45 / 126
met5: 0 / 0 / -
li1: - / - / 2397
met1: 28.6 / 48 / 2197
met3: 4.12 / 5.1 / 22
met4: 4.10 / 1.9 / 0
sequential cells by signal (all words and copies together) (netlist names):
signal and cells:
ctr10 32, ctr5 32, present_state 20
worst reg2reg max path, cell delays in order (launching register included):
cell     delay, ns
dfxtp_1       0.48
ha_1          0.34
nand4_2       0.28
or3_1         0.53
o31a_1        0.37
nor4_1        0.28
and4_1        0.29
nand4_4       0.20
o32ai_2       0.33
nor2b_1       0.23
path summary, 6_finish.rpt:
path,start,endpoint,slack (ns),cells past startpoint
hold / removal,present_state[17],present_state[4],0.43,2
hold reg to reg,present_state[17],present_state[4],0.43,2
setup / recovery,ctr5[0],present_state[11],3.70,9
setup reg to reg,ctr5[0],present_state[11],3.70,9
kinds of logic after synthesis:
kind of cell | after synthesis
buffers and inverters | 77
flip-flops | 84
multiplexers | 4
XOR/XNOR | 56
AND-OR/OR-AND | 104
adder cells (fa/ha/maj) | 6
AND/OR/NAND/NOR | 353
cells in the final DEF (no fill, tap or decap), types with 6 or more instances in the layout:
| master | instances |
|---|---|
| clkbuf_16 | 9 |
| o31ai_1 | 10 |
| dfxtp_1 | 84 |
| nor4_1 | 25 |
| inv_1 | 22 |
| clkdlybuf4s50_1 | 16 |
| or2_2 | 6 |
| nor2b_1 | 13 |
| xnor2_1 | 34 |
| o21ai_0 | 16 |
| and2_1 | 7 |
| nor3_1 | 20 |
| ha_1 | 6 |
| nand2_1 | 52 |
| and4_1 | 10 |
| o31a_1 | 6 |
| nor2_1 | 110 |
| a21oi_1 | 19 |
| nand3_1 | 30 |
| nand4_1 | 24 |
| xor2_1 | 22 |
| and3_1 | 15 |
cell type report:
cell class              instances  area [um^2]  share of cell area, %
clock buffers                   9          225                   3.92
clock inverters                 7          124                   2.15
inverters                      22         82.6                   1.44
multi-input cells             523         3220                   56.1
flip-flops and latches         84         1680                   29.2
well taps                     172          215                   3.74
repair buffers                 21          198                   3.44
power by group through the flow:
stage	combinational (mW)	clock, mW	sequential [mW]
after CTS	0.0330	0.562	0.477
after global routing	0.0370	0.585	0.477
final	0.0326	0.549	0.477
Power figures rest on the tool's default switching activity, not on a simulated workload.
